[design/flow/design.v]
module adder (
    input [31:0] a, b,
    output [31:0] y
);
  assign y = a + b;
endmodule
[design/flow/run.sh]
#!/bin/bash
# OpenROAD 26Q1-2900-gdf79404cd8, Yosys 0.63+post, stock flow scripts
make -C /OpenROAD-flow-scripts/flow DESIGN_CONFIG=/design/flow/config.mk WORK_HOME=/design/flow/orfs finish
[design/flow/config.mk]
export PLATFORM = sky130hd
export DESIGN_NAME = adder
export DESIGN_NICKNAME = adder
export VERILOG_FILES = /design/flow/design.v
export SDC_FILE = /design/flow/constraint.sdc
export NUM_CORES = 4
export LEC_CHECK = 1
export CORE_AREA = 10 10 85 85
export DIE_AREA = 0 0 95 95
[design/flow/constraint.sdc]
current_design adder

set clk_period 18.1
set clk_io_pct 0.2

create_clock -name clk0 -period $clk_period

set non_clock_inputs [all_inputs -no_clocks]
set_input_delay [expr $clk_period * $clk_io_pct] -clock clk0 $non_clock_inputs
set_output_delay [expr $clk_period * $clk_io_pct] -clock clk0 [all_outputs]
==> out/results.tsv <==
metric	value	unit
outcome	complete, no violations	
maxCapViolCount	0	
initial_core_util	0.319	
yosysSeqAreaShare	0	
arrival	6.54	ns
place_congestion	0.924	
hpwlAfterDp	5130	um
slowest_stage	clkdlybuf4s50_1	
grt_pass1_wl	9450	um
warnings	32	
nClkBuffers	0	
core_area	5470	um2
setup_ws	7.94	ns
slew_headroom	0.617	
netlist.area_leader.share	0.222	
synthTopCellsByCount	ha_1 (31), a21oi_1 (29), a21o_1 (19), nand2_1 (18), xor2_1 (15)	
ioPinCount	96	
rows	27	
setup_viol	0	
crit_fanout	4	
n_antenna_cell	0	
grt_pass1_vias	1992	
seq_cells	0	
postCtsSetupBuffers	0	
top_area_cell	ha_1	
post-place-ws	7.93	ns
grt_usage	0.124	
finalMaxSlewViolations	0	
drc	0	
crit_top_cell	clkdlybuf4s50_1	
grt_overflow	0	
max_freq	98.4	MHz
endpoint_kind	output port	
synth_area_per_cell	7.24	um2
seqCellArea	0	um2
drive_above_1_share	0.0307	
viasPerCell	5.17	
postCtsHoldBufs	0	
wl	5760	um
tns	0	ns
yosysWarningCount	0	
ys_cells	241	
detail-route-antenna-nets	0	
yosysMostFrequentCell	ha_1	
period_minus_slack	10.16	ns
power_leakage	1.18	nW
grt_setup_unrepaired	false	
p_per_area	38.6	nW/um2
fin_crit_sh	0.561	
utilization	0.503	
syn_area	1740	um2
hp-class	input port to output port	
ys_area	1740	um2
irDropWorstVdd	0.0161	mV
die_width	95	um
antenna_found_initial	0	
crit_chain	clkdlybuf4s50_1 -> ha_1 -> fa_1 -> a21o_1 -> a31o_2 -> nand3_1 -> o221ai_1 -> a311oi_1 -> o21bai_1 -> xor2_1 -> clkdlybuf4s50_1	
slowest_delay	0.50	ns
wl_per_cell	14.5	um
hold_slack	8.27	ns
postCtsResizedCells	0	
tightest_slew	0.560	ns
portBuffers	96	
die.size.y	95	um
path_class	input port to output port	
synth_cell_type_count	50	
cp-start-kind	input port	
drt-initial-drc-count	42	
area_leaders	ha_1 (22%), a21oi_1 (8.3%), a21o_1 (8.2%)	
num_vias	2058	
drt-pass1-iter-count	4	
die-area	9030	um2
required	14.48	ns
syn2layout_area_growth	57.7	%
hold_viol_final	0	
syn_inst	241	
grt_max_degree	11	
-- metal layers --
layer / share of wire / vias up / global-route usage
met2: 0.44 / 63 / 0.209
met3: 0.092 / 0 / 0.0272
met5: 0 / - / 0
met4: 0 / 0 / 0
li1: - / 1096 / -
met1: 0.47 / 899 / 0.168
-- report_power, final --
| group | switching [W] | internal, W |
|---|---|---|
| Clock | 0 | 0 |
| Combinational | 0.0000419 | 0.0000642 |
| Sequential | 0 | 0 |
-- worst max-delay path: cells and delay by family --
family                     cells  cell delay (ns)
and+or+nand+nor                1             0.09
adders and majority gates      2             0.64
AOI/OAI and AO/OA              5             1.14
buffers and inverters          2             0.90
xor gates and xnor gates       1             0.13
-- layout by cell type, fill, tap and decap left out, types with 4 or more instances in the layout --
cell | Yosys | final
nor2_1 | 12 | 12
a21oi_1 | 29 | 29
a21o_1 | 19 | 19
nand4_1 | 8 | 8
clkdlybuf4s50_1 | 0 | 96
xnor2_1 | 13 | 13
nand2_1 | 18 | 18
xor2_1 | 15 | 15
ha_1 | 31 | 31
nand3_1 | 10 | 10
nor3_1 | 4 | 4
inv_1 | 6 | 6
o21bai_1 | 4 | 4
o21ai_0 | 13 | 13
-- per-stage QoR --
step	cell area (um2)	total power [W]	cells
2_1_floorplan	1740	0.0000513	241
3_3_place_gp	2750	0.000108	398
3_5_place_dp	2750	0.000107	398
4_1_cts	2750	0.000108	398
5_1_grt	2750	0.000119	398
6_report	2750	0.000106	398
-- cells by family (layout without fill, tap and decap cells) --
logic type / count (synthesis) / count (layout) / synth area share
adders and majority gates: 32 / 32 / 0.234
buffers and inverters: 17 / 102 / 0.0380
xor gates and xnor gates: 28 / 28 / 0.141
and+or+nand+nor: 65 / 65 / 0.183
AOI/OAI and AO/OA: 97 / 97 / 0.393
muxes: 2 / 2 / 0.0115
-- final cells by class --
cell class,count,area [um2]
well taps,72,90.1
fillers,564,2720
multi-input cells,224,1680
inverters,6,22.5
repair buffers,96,961
-- worst paths after layout --
| check | from | endpoint | slack, ns | depth (start not counted) |
|---|---|---|---|---|
| min | b[0] | y[0] | 8.27 | 3 |
| max | a[0] | y[26] | 7.94 | 11 |
Power and IR drop assume default switching activity.
