`./design.v`:
```
module regfile (
    input clk,
    input we3,
    input [4:0] ra1, ra2, wa3,
    input [31:0] wd3,
    output [31:0] rd1, rd2
);
  reg [31:0] regs[31:0];
  always @(posedge clk)
    if (we3) regs[wa3] <= wd3;
  assign rd1 = (ra1 != 0) ? regs[ra1] : 0;
  assign rd2 = (ra2 != 0) ? regs[ra2] : 0;
endmodule
```
`./run.sh`:
```
#!/bin/bash
# OpenROAD 26Q1-2900-gdf79404cd8, Yosys 0.63+post, stock flow scripts
make -C /OpenROAD-flow-scripts/flow DESIGN_CONFIG=/design/flow/config.mk WORK_HOME=/design/flow/orfs finish
```
`./config.mk`:
```
export PLATFORM = sky130hd
export DESIGN_NAME = regfile
export DESIGN_NICKNAME = regfile
export VERILOG_FILES = /design/flow/design.v
export SDC_FILE = /design/flow/constraint.sdc
export NUM_CORES = 4
export LEC_CHECK = 1
export CORE_UTILIZATION = 50
```
`./constraint.sdc`:
```
current_design regfile

set clk_period 5.9
set clk_io_pct 0.2

create_clock -name clk0 -period $clk_period [get_ports {clk}]

set non_clock_inputs [all_inputs -no_clocks]
set_input_delay [expr $clk_period * $clk_io_pct] -clock clk0 $non_clock_inputs
set_output_delay [expr $clk_period * $clk_io_pct] -clock clk0 [all_outputs]
```
==> run notes <==
* **final period utilization** 99.59%
* **net switching power** 3.736 mW
* **setup repair after global routing missed its margin** no
* **kind of end point of the critical path** output pin
* **Hold Crit Start** wd3[27]
* **routed length per placed instance** 37.60 um
* **Hold EP** regs[12][27]
* **combinational gate area** 15440 um2
* **die extent in y** 308.5 um
* **mean number of vias per cell** 6.762
* **count of H-tree levels built during CTS** 3
* **count of cell types in the netlist** 40
* **Finish-stage setup viols** 0
* **total via count in the routed design** 26770
* **largest net degree at the start of global routing** 69
* **clock-pin slew on the worst setup and hold paths** 60 ps
* **total number of clock tree sinks** 1024
* **share of post-route cells with drive strength above 1** 31.10%
* **worst hold path cell count** 2
* **portion of the post-synthesis area used by sequential elements** 65.48%
* **DP Worst Slack** -88.72 ps
* **power density over the cells** 302.4 nW/um2
* **clock tree from TritonCTS** built
* **least setup slack across all paths after layout** 23.92 ps
* **cell taking the most area after synthesis** edfxtp_1
* **Fin Hold WS** 1311 ps
* **flip-flop and latch count after synthesis** 1024
* **IO Pins** 113
* **number of logic stages on the critical path including buffering** 8
* **number of slew-limit violations in the final report** 0
* **number of synthesis warnings** 1
* **# fillers** 6537
* **mapped cell area** 46960 um2
* **transition time at the pin with the least slew margin** 1444 ps
* **yosys stat area** 46960 um2
* **Avg Cell Area, Syn** 19.57 um2
* **Setup TNS Final** 0 ps
* **Synth top area share** 65.48%
* **library cell used as clock root buffer** clkbuf_16
* **Starting DRT DRC Count** 1711
* **Largest register FFs** 1024
* **library cell appearing most often on the critical path** clkdlybuf4s50_1
* **wire length of the first global-routing pass** 210900 um
* **final number of hold-violating endpoints** 0
* **category of the worst setup path launch point** primary input
* **share of power burned in combinational logic** 9.5%
* **Antenna Violating Nets Remaining** 0
* **global-route usage over all layers** 36.10%
* **largest registers** regs: 1024 flops
* **overall chip area** 95150 um2
* **status** complete, no violations
* **Max Cap Viol** 0
* **width of the die** 308.5 um
* **antenna violations before repair** 2
* **portion of total power attributed to the clock network** 41.0%
* **cell family with the largest share of critical-path delay** buffers and inverters
* **Port Buf Inserts** 112
* **post-route cell area** 54340 um2
* **data arrival time of the worst path** 4700 ps
* **Final min period** 5876 ps
* **Highest Clock Rate** 170.2 MHz
* **area of the placeable core** 93190 um2
* **Sw Ratio** 22.74%
* **placed cell areas** 50820 um2
* **sequential standard cell area** 30750 um2
* **effective utilization at floorplan** 50.39%
* **total number of placement rows** 112
* **top register by number of flip-flops** regs
* **sequential cell fraction of total power** 49.5%
* **area growth from synthesis to final layout** 15.71%
* **Lkg Pwr** 17.62 nW
* **critical path class** in -> out
* **number of global-route vias before repair** 30060
* **overall power consumption** 16.43 mW
* **Top area cell types** edfxtp_1, mux4_2, mux2i_1
* **weighted congestion at the end of routability-driven global placement** 0.9238
* **Num CTS Buffers** 107
* **buffer and inverter count on the worst path** 4
* **Remaining DRCs** 0
* **endpoint required time on the critical path** 4720 ps
* **cell with the largest stage delay on the worst path** a211oi_1
* **top fanout value on the critical path** 48
* **cell-by-cell trace of the critical path** clkdlybuf4s50_1 > or3b_2 > buf_12 > o221ai_1 > a211oi_1 > nor3_1 > buf_4 > clkdlybuf4s50_1
* **yosys stat cell total** 2400
* **OpenROAD warnings** 26
* **iteration tally of the first detailed-router pass** 5
* **clock tree buffer depth** 3
* **worst hold-check path type** in -> reg
* **internal cell power** 12.69 mW
* **synthesized netlist cell count** 2400
* **Routed WL** 148900 um
* **largest stage delay on the critical path** 1110 ps
* **largest vdd supply drop** 0.0002804 V
* **grt total ovfl** 0
* **Rel. slew slack** 3.161%
* **detailed placement HPWL** 91190 um
[cell usage after synthesis]
library cell,n
a2111oi_0,31
a211o_1,23
a211oi_1,47
a21boi_0,1
a21oi_1,46
a221o_1,1
a221oi_1,23
a22o_1,62
a32o_1,9
and2_1,13
and3_1,1
and4_1,1
buf_1,7
buf_2,58
buf_4,20
buf_6,12
clkbuf_1,104
edfxtp_1,1024
inv_1,25
mux2_1,19
mux2_2,5
mux2i_1,183
mux4_2,425
nand2_1,65
nand2b_1,3
nand3_1,4
nand3b_1,7
nor2_1,35
nor2b_1,8
nor3_1,32
nor3_2,1
nor4_1,9
nor4b_2,1
o211ai_1,1
o221ai_1,31
o22a_1,1
o22ai_1,55
or3_1,2
or3b_1,2
or3b_2,3
[how the worst max path moves through the flow]
stage | slack (ps) | end | startpoint
finish | 20 | rd2[26] | ra2[3]
global route | 40 | rd2[26] | ra2[3]
CTS | 240 | rd2[26] | ra2[0]
[kinds of logic after synthesis]
family,share of synthesized area (%)
flops,65.48
mux,24.86
compound gates,5.409
buf+inv,2.313
simple gates,1.940
[per-stage QoR]
| step | util [%] | std cells |
|---|---|---|
| 2_1_floorplan | - | 2400 |
| 3_3_place_gp | 54.50 | 3756 |
| 3_5_place_dp | 54.54 | 3758 |
| 4_1_cts | 58.30 | 3958 |
| 5_1_grt | 58.30 | 3958 |
| 6_report | 58.31 | 3959 |
[placed cells by master, fill, tap and decap left out, types with 4 or more instances in the layout]
master,n
a211o_1,23
nand2_1,64
or3b_2,4
nor4_1,9
and2_1,12
nor3_1,30
bufinv_16,13
clkbuf_1,23
a22o_1,62
mux2_1,19
a21oi_1,46
a32o_1,9
nand3_1,4
a211oi_1,46
mux2_2,5
clkinv_2,26
a221oi_1,23
clkinv_1,19
mux2i_1,183
o221ai_1,31
clkbuf_16,108
buf_12,32
inv_1,24
o22ai_1,55
nor2_4,33
edfxtp_1,1024
nand3b_1,7
nor2b_1,5
mux4_2,425
buf_4,162
a2111oi_0,28
clkdlybuf4s50_1,105
[timing repair]
action                                  CTS  global route
buffers inserted                          0             0
endpoints found under the setup margin    2             0
endpoints found under the hold margin     0             0
hold buffers                              0             0
resized                                   3             0
[per-layer routing]
metal | GRT usage [%] | wire, um | up-vias
met2 | 50.08 | 68140 | 2171
li1 | - | - | 10880
met1 | 42.00 | 43130 | 13370
met4 | 10.73 | 6146 | 8
met3 | 31.99 | 30990 | 341
met5 | 1.912 | 458 | -
[power by group through the flow]
stage / registers, mW / clock network (mW) / logic, mW
global route: 8.14 / 7.09 / 1.64
CTS: 8.13 / 6.81 / 1.54
finish: 8.13 / 6.74 / 1.55
[layout make-up]
cell class | instances | area share [%]
Timing Repair Buffer | 305 | 5.485
Multi-Input combinational cell | 1150 | 28.42
Antenna cell | 1 | 0.004605
Clock inverter | 69 | 1.301
Tap cell | 1254 | 2.888
Clock buffer | 131 | 5.133
Inverter | 25 | 0.1773
Sequential cell | 1024 | 56.59
Power and IR drop assume default switching activity.
