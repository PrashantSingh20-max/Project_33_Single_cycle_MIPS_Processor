==> /design/flow/design.v <==
module alu (
    input signed [31:0] a,
    input signed [31:0] b,
    input [2:0] sel,
    output reg signed [31:0] out,
    output reg out_zero
);
  always @(*) begin
    case(sel)
      3'b000: out = a & b;
      3'b001: out = a | b;
      3'b010: out = a + b;
      3'b100: out = a & ~b;
      3'b101: out = a | ~b;
      3'b110: out = a - b;
      3'b111: out = (a < b) ? 1 : 0;
      default: out = 32'bx;
    endcase
    out_zero = (out == 0);
  end
endmodule
==> /design/flow/run.sh <==
#!/bin/bash
# OpenROAD 26Q1-2900-gdf79404cd8, Yosys 0.63+post, stock flow scripts
make -C /OpenROAD-flow-scripts/flow DESIGN_CONFIG=/design/flow/config.mk WORK_HOME=/design/flow/orfs finish
==> /design/flow/config.mk <==
export PLATFORM = sky130hd
export DESIGN_NAME = alu
export DESIGN_NICKNAME = alu
export VERILOG_FILES = /design/flow/design.v
export SDC_FILE = /design/flow/constraint.sdc
export NUM_CORES = 4
export LEC_CHECK = 1
export CORE_UTILIZATION = 40
==> /design/flow/constraint.sdc <==
current_design alu

set clk_period 14.6
set clk_io_pct 0.2

create_clock -name clk0 -period $clk_period

set non_clock_inputs [all_inputs -no_clocks]
set_input_delay [expr $clk_period * $clk_io_pct] -clock clk0 $non_clock_inputs
set_output_delay [expr $clk_period * $clk_io_pct] -clock clk0 [all_outputs]
==> results.py <==
# Physical implementation metrics
metrics = {
    "logic_synthesis": {
        "top_area_frac": 0.155,
        "synth_area_um2": 5100,
        "postSynthCellCount": 788,
        "ys_warn_count": 1,
        "synth.avg_cell_area_um2": 6.47,
        "post-synth-top-count-cell": "a21oi_1",
        "ys_cells": 788,
        "yosys_area_um2": 5100,
        "yosysUniqueCellTypes": 74,
        "yosysSeqAreaShare": 0,
        "yosysTopAreaCell": "ha_1",
        "area_leaders": "ha_1 15%, a21oi_1 12%, o21ai_0 5.9%",
        "top_cells_by_count": "121 x a21oi_1, 63 x ha_1, 60 x o21ai_0, 59 x inv_1, 55 x nor2_1",
    },
    "drt": {
        "drt_wl_total_um": 19100,
        "wl_per_cell_um": 19.0,
        "drt.antenna.violating_nets": 0,
        "vias": 6252,
        "drt_pass1_iterations": 6,
        "vias_per_cell": 6.20,
        "diodes": 0,
        "first_iter_violations": 507,
        "drc_errors": 0,
    },
    "final_layout": {
        "n_sequential_cell": 0,
        "seqCellArea_um2": 0,
        "drive_gt1_frac": 0.0452,
        "area_delta_synth_final_pct": 18.2,
        "nClkBuffers": 0,
    },
    "sta": {
        "finalHoldViolCount": 0,
        "finalMaxSlewViolations": 0,
        "clock.fmax_mhz": 90.8,
        "setup_tns_ns": 0,
        "max_slew.worst_pin.slew_ns": 0.808,
        "rsz0062_at_grt": "false",
        "min_period_ns": 11.01,
        "fin_crit_sh": 0.754,
        "slew_headroom": 0.448,
        "finalSetupViolCount": 0,
    },
    "floorplan": {
        "fp.dieW_um": 115,
        "initial_core_util": 0.417,
        "io_pins": 100,
        "dieArea_um2": 13200,
        "std_cell_rows": 40,
        "coreArea_um2": 12200,
        "die_h_um": 115,
    },
    "status": {
        "outcome": "finished clean",
    },
    "critical_path": {
        "worstSetupEndpointType": "primary output",
        "required_ns": 11.68,
        "crit_fanout": 8,
        "critPathArrivalTime_ns": 8.09,
        "crit_type": "in2out",
        "critPathLaunchType": "input port",
    },
    "pwr": {
        "power_density_nw_per_um2": 43.0,
        "vdd_drop_max_mv": 0.0319,
        "leakagePower_nw": 2.37,
        "p_total_mw": 0.259,
    },
    "global_routing": {
        "grt_max_degree": 69,
        "antenna_found_initial": 0,
        "first_global_vias": 5521,
        "grt_pass1_wl_um": 29900,
        "grtUsageTotal": 0.288,
        "overflow": 0,
    },
    "place": {
        "gp_congestion": 0.943,
        "dp_hpwl_um": 14500,
        "port-buffer-count": 100,
    },
    "min_path": {
        "min_path_type": "in2out",
    },
    "clocking": {
        "ctsHoldBuffers": 0,
        "postCtsSetupBuffers": 0,
        "post_cts_resized": 0,
    },
    "flow_run": {
        "warning_count": 63,
        "cap_violations": 0,
    },
}
through the flow:
stage / instance area, um^2 / util / worst slack, ns / instances / hold slack [ns]
3_3_place_gp: 6020 / 0.493 / 3.64 / 1008 / 6.94
4_1_cts: 6020 / 0.493 / 3.63 / 1008 / 6.94
5_1_grt: 6020 / 0.493 / 3.33 / 1008 / 7.02
3_5_place_dp: 6020 / 0.493 / 3.65 / 1008 / 6.93
6_report: 6020 / 0.493 / 3.59 / 1008 / 6.95
2_1_floorplan: 5100 / - / 5.77 / 788 / 5.93
logic make-up (layout without fill, tap and decap cells):
kind of cell               count (synthesis)  after routing  synth area share
xor gates and xnor gates                  33             33            0.0567
and+or+nand+nor                          211            211             0.208
AOI/OAI and AO/OA                        354            354             0.442
muxes                                      5              5            0.0101
adders and majority gates                 71             71             0.174
buffers and inverters                    114            166             0.108
final timing paths:
path / to / slack (ns) / cells past startpoint / from
worst max-delay path: out_zero / 3.59 / 15 / b[4]
worst min-delay path: out[22] / 6.95 / 6 / sel[2]
report_power, final:
group | switching (mW) | internal [mW]
clock | 0 | 0
sequential | 0 | 0
combinational | 0.146 | 0.113
placed cells by master (no fill, tap or decap), drive strengths merged, types with 26 or more instances in the layout:
cell type / n
o22ai: 30
a21oi: 122
nand2: 46
inv: 60
clkdlybuf4s50: 98
nand3: 26
ha: 63
o21ai: 60
nor2: 55
final cells by class:
class                           count  area (um^2)
Timing Repair Buffer              106         1040
Multi-Input combinational cell    674         4550
Fill cell                        1285         6190
Inverter                           60          225
Tap cell                          168          210
worst max-delay path: stages:
cell and delay (ns):
clkdlybuf4s50_1 0.55, inv_1 0.07, ha_1 0.43, and3_2 0.22
a221oi_1 0.13, or3_1 0.48, a31oi_2 0.28, o211ai_1 0.19
a221o_1 0.43, a2111oi_0 0.73, o2111ai_1 0.22, nor4_1 0.41
nand4_1 0.25, nor4_2 0.29, clkdlybuf4s50_1 0.50
per-layer routing:
metal	vias to the layer above	global-route usage	part of all wire
met5	-	0	0
met4	0	0.0147	0.0029
met3	8	0.0322	0.079
met2	280	0.432	0.42
met1	2899	0.461	0.50
li1	3065	-	-
Power figures rest on the tool's default switching activity, not on a simulated workload.
